`design/flow/design.v`:
```
`timescale 1ns / 1ps
module nibbleadd(
    input [7:0]A,
    input [7:0]B,
    input ctrl,
    output [4:0]q
);
reg [3:0] a, b;
reg [4:0] reg_q;
assign q = reg_q;
always@*
    case(ctrl)
        1'b0 : begin  
            a = A[3:0]; b = B[3:0];
            reg_q = a + b;
        end
        1'b1: begin  
            a = A[7:4]; b = B[7:4];
            reg_q = a + b;
        end
    endcase
endmodule
```
`design/flow/run.sh`:
```
#!/bin/bash
# OpenROAD 26Q1-2900-gdf79404cd8, Yosys 0.63+post, stock flow scripts
make -C /OpenROAD-flow-scripts/flow DESIGN_CONFIG=/design/flow/config.mk WORK_HOME=/design/flow/orfs finish
```
`design/flow/config.mk`:
```
export PLATFORM = sky130hd
export DESIGN_NAME = nibbleadd
export DESIGN_NICKNAME = nibbleadd
export VERILOG_FILES = /design/flow/design.v
export SDC_FILE = /design/flow/constraint.sdc
export NUM_CORES = 4
export LEC_CHECK = 1
export CORE_AREA = 10 10 70 70
export DIE_AREA = 0 0 80 80
```
`design/flow/constraint.sdc`:
```
current_design nibbleadd

set clk_period 2.6
set clk_io_pct 0.2

create_clock -name clk0 -period $clk_period

set non_clock_inputs [all_inputs -no_clocks]
set_input_delay [expr $clk_period * $clk_io_pct] -clock clk0 $non_clock_inputs
set_output_delay [expr $clk_period * $clk_io_pct] -clock clk0 [all_outputs]
```
==> flow_summary.json <==
{
  "hold_path_depth": 6,
  "post_cts_buffers": 0,
  "die_h_um": 80,
  "diodes": 0,
  "hold_class": "input port to output pin",
  "lay_top_count": "clkdlybuf4s50_1",
  "post-route-cell-area_um2": 654,
  "io_buffer_count": 22,
  "avgSynthCellArea_um2": 8.13,
  "dr.pass1.iters": 4,
  "critPathMaxStageDelay_ps": 520,
  "synth_seq_share": 0,
  "status": "finished clean",
  "fp_util": 0.100,
  "antenna_found_initial": 0,
  "nFillCells": 390,
  "tool_warnings": 32,
  "cp_slowest_cell": "clkdlybuf4s50_1",
  "grt_max_degree": 9,
  "hold_path_startpoint": "A[4]",
  "tightest_slew_ps": 185,
  "place_congestion": 0.725,
  "yosys_warnings": 1,
  "fin_crit_sh": 0.957,
  "drtIter0Drc": 4,
  "yosys_area_um2": 342,
  "wl_um": 1110,
  "synth_cells": 42,
  "rsz0062_at_grt": "no",
  "grt-ovfl-total": 0,
  "n_sequential_cell": 0,
  "yosys-stat-cells": 42,
  "grtUsageTotal": 0.0343,
  "die_w_um": 80,
  "start_kind": "input port",
  "die_area_um2": 6400,
  "io-pin-count": 22,
  "path_cells": "clkdlybuf4s50_1 -> buf_4 -> mux2_2 -> clkdlybuf4s50_1",
  "finalMaxSlewViolations": 0,
  "area_growth_pct": 91.6,
  "setup_violations": 0,
  "std_cell_rows": 21,
  "relSlewSlack": 0.875,
  "drive_gt1_frac": 0.273,
  "fin_tns_setup_ps": 0,
  "timing_worst_setup_path_type": "input port to output pin",
  "syn_area_um2": 342,
  "cpMostUsedCell": "clkdlybuf4s50_1",
  "crit_path_end_kind": "output pin",
  "power_leakage_nw": 0.295,
  "routed_via_density": 3.09,
  "timing.fmax_mhz": 402,
  "placed_cell_area_um2": 631,
  "lay_top_cells": "14 x clkdlybuf4s50_1, 5 x inv_1, 5 x ha_1, 4 x dlymetal6s2s_1",
  "arrival_ps": 1970,
  "ys_types": 20,
  "hold_viol": 0,
  "nClkBuffers": 0,
  "cts_hold_buf": 0,
  "final-seq-area_um2": 0,
  "maxCapViolCount": 0,
  "drc_errors": 0,
  "coreArea_um2": 3420,
  "postRouteAntennaNets": 0,
  "ir_drop_v": 0.0000639,
  "whs_endpoint": "q[3]",
  "num_vias": 346,
  "crit_required_ps": 2080,
  "layout_min_cycle_time_ps": 2490,
  "grt_pass1_vias": 396,
  "worstPathMaxFanout": 8,
  "power_density_nw_per_um2": 168,
  "grt_first_pass_wirelength_um": 1780,
  "wire_per_inst_um": 9.93
}
==> layer usage <==
layer / track usage / routed length, um / up-vias
li1: - / - / 194
met1: 0.0466 / 526 / 139
met2: 0.0538 / 478 / 13
met3: 0.0125 / 106 / 0
met4: 0 / 0 / 0
met5: 0 / 0 / -
==> kinds of logic (layout without fill, tap and decap cells) <==
kind of cell	Yosys count	after routing	share of synthesized area
adder cells (fa/ha/maj)	10	10	0.410
buffers and inverters	7	31	0.0989
AND/OR/NAND/NOR	13	13	0.253
XOR/XNOR	2	2	0.0513
AND-OR/OR-AND	8	8	0.125
multiplexers	2	2	0.0623
==> cell type report <==
class / instances / area, um2 / share of cell area
inverters: 6 / 22.5 / 0.0344
multi-input cells: 35 / 338 / 0.516
well taps: 46 / 57.6 / 0.0880
repair buffers: 25 / 236 / 0.361
==> power by group <==
group	leakage (nW)	internal [W]	switching (W)
logic	0.295	0.0000690	0.0000407
clock network	0	0	0
registers	0	0	0
==> repair_timing <==
item / in CTS / in global routing
gates resized: 10 / 14
endpoints found under the setup margin: 4 / 4
pin swaps: 0 / 6
==> metrics by stage <==
step                 power, W  cells  setup slack (ps)   util  hold WS, ps
finish               0.000110    112               111  0.192         1720
global route         0.000125    112              21.1  0.192         1810
CTS                  0.000111    112              4.87  0.185         1900
detailed placement   0.000115    112              -398  0.185         2220
global placement     0.000114    112              -409  0.185         2210
floorplan           0.0000479     42               702      -         1180
==> cell usage after synthesis <==
cell / number / area, um2
nand3_1: 2 / 10.0
nand2_1: 1 / 3.75
o21ai_0: 2 / 10.0
a21oi_1: 5 / 25.0
mux2i_1: 1 / 10.0
nand2b_1: 1 / 6.26
inv_1: 6 / 22.5
fa_1: 2 / 40.0
ha_1: 8 / 100
a22oi_1: 1 / 7.51
nor2b_1: 3 / 18.8
and4b_1: 1 / 10.0
nor2_2: 1 / 6.26
nor2_1: 2 / 7.51
mux2_2: 1 / 11.3
nor4_2: 1 / 12.5
xor2_1: 1 / 8.76
xnor2_1: 1 / 8.76
and3_4: 1 / 11.3
buf_6: 1 / 11.3
==> how the worst max path moves through the flow <==
| stage | start | to | cells past startpoint |
|---|---|---|---|
| 6_report | ctrl | q[0] | 4 |
| 5_1_grt | A[5] | q[4] | 7 |
| 4_1_cts | A[0] | q[2] | 8 |
==> worst max-delay path, delay by kind of cell <==
kind	cells	cell delay [ps]
buf+inv	3	1110
mux	1	330
Power and IR drop assume default switching activity.
