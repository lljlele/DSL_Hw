--- flow/run.sh ---
#!/bin/bash
# OpenROAD 26Q1-2900-gdf79404cd8, Yosys 0.63+post, stock flow scripts
make -C /OpenROAD-flow-scripts/flow DESIGN_CONFIG=/design/flow/config.mk WORK_HOME=/design/flow/orfs finish
--- flow/design.v ---
`timescale 1ns / 1ps
module decade_counter(
    input clk,
    input rst,
    output [3:0] count,
    output ten
);
reg [3:0]counter, ten_r;
assign count = counter;
assign ten = ten_r;
always@(posedge clk or posedge rst) begin
    if(rst) begin 
        counter = 4'b0000;
        ten_r = 0;
        end
    else begin 
            if(counter == 4'b1001) begin 
                counter = 4'b0000;
                ten_r = 1;
                end
            else begin 
                counter = counter + 1;
                end
        end
    end
endmodule
--- flow/config.mk ---
export PLATFORM = sky130hd
export DESIGN_NAME = decade_counter
export DESIGN_NICKNAME = decade_counter
export VERILOG_FILES = /design/flow/design.v
export SDC_FILE = /design/flow/constraint.sdc
export NUM_CORES = 4
export LEC_CHECK = 1
export CORE_AREA = 10 10 70 70
export DIE_AREA = 0 0 80 80
--- flow/constraint.sdc ---
current_design decade_counter

set clk_period 1.3
set clk_io_pct 0.2

create_clock -name clk0 -period $clk_period [get_ports {clk}]

set non_clock_inputs [all_inputs -no_clocks]
set_input_delay [expr $clk_period * $clk_io_pct] -clock clk0 $non_clock_inputs
set_output_delay [expr $clk_period * $clk_io_pct] -clock clk0 [all_outputs]
==> flow_summary.json <==
{
  "status": "completed",
  "fmax_mhz": 894,
  "edf_count": 0,
  "wl_met2_um": 331,
  "path_clk_slew_ps": 40,
  "yosys_area_um2": 200,
  "die_y_um": 80,
  "htreeDepth": 1,
  "async_flop_share_pct": 100,
  "drc": 0,
  "report.power.total_mw": 0.334,
  "die_area_um2": 6400,
  "numSynthFlops": 5,
  "ys_sh_aoi_pct": 15.6,
  "criticalPathCategory": "reg2reg",
  "synth.most_common_cell": "dfrtp_1",
  "via_count": 175,
  "fill_cells": 412,
  "ys_types": 12,
  "final_antenna_net_count": 0,
  "fp.coreArea_um2": 3420,
  "xor_share_pct": 4.38,
  "cp.arrival_ps": 1270,
  "initCoreUtil_pct": 5.86,
  "grt_util_all_layers_pct": 1.81,
  "p_int_mw": 0.275,
  "whs_ps": 222,
  "cp-start-kind": "flop",
  "antenna_found_initial": 0,
  "cts_hold_buf": 0,
  "min_period_ps": 1120,
  "grt_max_degree": 6,
  "std_cell_rows": 21,
  "via_per_inst": 2.27,
  "wl_per_cell_um": 6.78,
  "clock_path_buffers": 2,
  "routed_wirelength_um": 522,
  "finalHoldViolations": 0,
  "total_leakage_power_nw": 0.151,
  "syn2layout_area_growth_pct": 83.8,
  "crit_buf_inv": 1,
  "mux_share_pct": 0,
  "place_area_um2": 318,
  "power_per_cell_area_nw_per_um2": 909,
  "crit_chain": "buf_4 -> nor2b_1 -> or3_1 -> o21ai_0",
  "synthTopCellsByCount": "dfrtp_1 (5), inv_1 (2)",
  "cp_top_family": "simple AND/OR/NAND/NOR gates",
  "adder_share_pct": 0,
  "switching_share_pct": 17.8,
  "pwr-share-clk_pct": 51.5,
  "crit_required_ps": 1450,
  "yosys-stat-cells": 17,
  "pwr-share-seq_pct": 46.8,
  "overflow": 0,
  "comb_power_share_pct": 1.8,
  "ir_drop_mv": 0.214,
  "top_layer": "met4",
  "design_area_um2": 368,
  "wl_met1_um": 142,
  "rsz0062_at_grt": "no",
  "antenna_cells_inserted": 0,
  "netlist.area_leader.share_pct": 62.5,
  "routed-wl-met3_um": 29,
  "cts_made_buffers": 3,
  "logic_family": "AND-OR/OR-AND gates",
  "clk_latency_ps": 240,
  "firstDrtPassIters": 3,
  "path_max_fanout": 3,
  "synth_area_um2": 200,
  "drv_slew": 0,
  "fin_worst_skew_ps": 1.03,
  "synth-main-ff-cell": "dfrtp_1",
  "p_sw_mw": 0.0596,
  "cts_tree": "done",
  "clockRootBuffer": "clkbuf_4",
  "ys_sh_simple_pct": 11.9,
  "finalSetupViolations": 0,
  "gp_congestion": 0.631,
  "worstMarginPinSlew_ps": 204,
  "slowest_delay_ps": 360,
  "warnings": 25,
  "drive_above_1_share_pct": 25.8,
  "slowest_stage": "dfrtp_1",
  "drt_iter0_markers": 5,
  "slew_headroom_pct": 86.4,
  "min_path_type": "in2async",
  "top_cells_by_area": "dfrtp_1 (63%), a221o_1 (5.0%), a31o_1 (4.4%), xnor2_1 (4.4%), a21o_1 (3.8%)",
  "port_buffers": 6,
  "syn_inst": 17,
  "timing.setup.tns_ps": 0,
  "cts.sinks": 5,
  "dp_hpwl_um": 421,
  "grt_pass1_wl_um": 890,
  "ys_warn_count": 1,
  "fin_crit_sh_pct": 86.0,
  "syn_avg_cell_area_um2": 11.8,
  "cp-end-kind": "flop",
  "maxCapViolations": 0,
  "io_pins": 7,
  "top_area_cell": "dfrtp_1",
  "seq_area_frac_synth_pct": 62.5,
  "die_x_um": 80,
  "grt_pass1_vias": 189
}
==> timing repair <==
| item | 4_1_cts | 5_1_grt |
|---|---|---|
| setup buffers | 4 | 0 |
| setup endpoints to repair | 5 | 0 |
| gates resized | 5 | 0 |
==> final timing paths <==
path | startpoint | endpoint | slack, ps | cells after the start
worst max-delay path | counter[3] | counter[1] | 180 | 4
worst min-delay path | rst | counter[3] | 220 | 2
worst max register to register | counter[3] | counter[1] | 180 | 4
worst min register to register | ten_r[0] | ten_r[0] | 450 | 1
max in group asynchronous | rst | counter[1] | 910 | 2
min in group clk0 | ten_r[0] | ten_r[0] | 450 | 1
==> layer usage <==
metal / global-route usage [%] / up-vias
li1: - / 86
met1: 1.54 / 84
met2: 3.29 / 3
met3: 0.909 / 2
met4: 1.06 / 0
met5: 0 / -
==> kinds of logic (layout without fill, tap and decap cells) <==
group | count (synthesis) | in the layout
buffers and inverters | 3 | 17
flip-flops | 5 | 5
XOR/XNOR | 1 | 1
AND-OR/OR-AND | 4 | 4
AND/OR/NAND/NOR | 4 | 4
==> power groups by stage <==
stage | clock network, mW | registers [mW] | logic (mW)
after CTS | 0.181 | 0.156 | 0.00615
after global routing | 0.192 | 0.156 | 0.00708
final | 0.172 | 0.156 | 0.00591
==> through the flow <==
| step | cells | utilization (%) | setup WS (ps) |
|---|---|---|---|
| 3_3_place_gp | 69 | 9.30 | 107 |
| 4_1_cts | 77 | 10.8 | 161 |
| 3_5_place_dp | 69 | 9.30 | 94.5 |
| 6_report | 77 | 10.8 | 181 |
| 2_1_floorplan | 17 | - | 344 |
| 5_1_grt | 77 | 10.8 | 118 |
==> area by class of cell <==
| cell class | instances | area [um^2] | area share [%] |
|---|---|---|---|
| Timing Repair Buffer | 10 | 83.8 | 22.8 |
| Inverter | 3 | 11.3 | 3.06 |
| Multi-Input combinational cell | 9 | 63.8 | 17.3 |
| Tap cell | 46 | 57.6 | 15.6 |
| Clock buffer | 4 | 26.3 | 7.14 |
| Sequential cell | 5 | 125 | 34.0 |
==> layout by cell type (no fill, tap or decap), types with 2 or more instances in the layout <==
cell type and instances:
dlygate4sd2_1 5, clkbuf_4 3, inv_1 2, buf_4 4
dfrtp_1 5
==> sequential cells by signal, indices dropped and copies added (netlist names) <==
name and flops:
counter 4, ten_r 1
==> worst register-to-register path, stage by stage, from the launching register on <==
cell	delay, ps
dfrtp_1	360
buf_4	140
nor2b_1	150
or3_1	300
o21ai_0	80
Power figures rest on the tool's default switching activity, not on a simulated workload.
