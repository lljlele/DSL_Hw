## /design/flow/config.mk

```make
export PLATFORM = sky130hd
export DESIGN_NAME = CTTA
export DESIGN_NICKNAME = CTTA
export VERILOG_FILES = /design/flow/design.v
export SDC_FILE = /design/flow/constraint.sdc
export NUM_CORES = 4
export LEC_CHECK = 1
export CORE_AREA = 10 10 70 70
export DIE_AREA = 0 0 80 80
```

## /design/flow/design.v

```verilog
`timescale 1ns / 1ps
module CTTA(
        input [3:0] A,
        input [3:0] B,
        input [3:0] C,
        input rst,
        input ctrl,
        output [4:0] q
);
reg [4:0]q_r;  
assign q = q_r;
always@* begin 
    if(rst) begin 
        q_r = 0;
    end
    else begin 
        if(ctrl) begin 
            q_r = A - C;
        end
        else begin
            q_r = A + B;
        end
    end
end
endmodule
```

## /design/flow/constraint.sdc

```tcl
current_design CTTA

set clk_period 2.9
set clk_io_pct 0.2

create_clock -name clk0 -period $clk_period

set non_clock_inputs [all_inputs -no_clocks]
set_input_delay [expr $clk_period * $clk_io_pct] -clock clk0 $non_clock_inputs
set_output_delay [expr $clk_period * $clk_io_pct] -clock clk0 [all_outputs]
```

## /design/flow/run.sh

```bash
#!/bin/bash
# OpenROAD 26Q1-2900-gdf79404cd8, Yosys 0.63+post, stock flow scripts
make -C /OpenROAD-flow-scripts/flow DESIGN_CONFIG=/design/flow/config.mk WORK_HOME=/design/flow/orfs finish
```

==> impl_metrics.py <==
# Auto-generated metrics
metrics = {
    "run_status": {
        "status": "finished clean",
    },
    "floorplanning": {
        "core_area_um2": 3420,
        "die_x_um": 80,
        "io_pins": 19,
        "fp-row-count": 21,
        "die-height_um": 80,
        "die_area_um2": 6400,
        "fp-utilization_pct": 7.36,
    },
    "global_routing": {
        "grt_max_degree": 6,
        "track_usage_pct": 2.82,
        "antenna_found_initial": 0,
        "grt_pass1_wl_um": 1520,
        "grt_pass1_vias": 337,
        "grt.overflow.total": 0,
    },
    "run": {
        "warnings": 33,
        "cap_violations": 0,
    },
    "final_timing": {
        "finalClockPeriodUsage_pct": 96.9,
        "grt_setup_unrepaired": "false",
        "tightest_slew_ps": 215,
        "fin_ws_ps": 89.0,
        "slew_headroom_pct": 85.6,
        "timing.hold.ws_ps": 1820,
        "slew_violations": 0,
        "finalCriticalPeriod_ps": 2810,
        "hold_viol_final": 0,
        "max_clock_freq_mhz": 356,
        "setup_viol": 0,
    },
    "cells_and_area": {
        "regArea_um2": 0,
        "mi_logic_area_um2": 298,
        "clockBufferCount": 0,
        "fillers": 382,
        "drive_gt1_share_pct": 44.4,
        "area_delta_synth_final_pct": 137,
        "flops": 0,
        "final_util_pct": 17.5,
        "fin_area_um2": 597,
    },
    "pwr": {
        "leakage_nw": 0.268,
        "p_switching_uw": 42.8,
        "swShare_pct": 39.2,
        "p_seq_share_pct": 0,
        "cellPowerDensity_nw_per_um2": 183,
        "report.power.total_uw": 109,
        "p_comb_share_pct": 100.0,
        "ir_worst_vdd_mv": 0.0308,
        "p_int_uw": 66.3,
        "p_clk_share_pct": 0,
    },
    "synthesis": {
        "top_area_cell": "ha_1",
        "synth_cell_types": 16,
        "synth_area_um2": 251,
        "ys_seq_share_pct": 0,
        "common_cells": "nor2_1 (6), ha_1 (5), inv_1 (4)",
        "syn_inst": 36,
        "area_leaders": "ha_1 (25%), nor2_1 (9.0%), fa_1 (8.0%), xnor2_1 (7.0%), xor2_1 (7.0%)",
        "top_cell": "nor2_1",
        "synth_warnings": 1,
        "top_area_share_pct": 24.9,
        "synth.avg_cell_area_um2": 6.99,
        "yosysChipArea_um2": 251,
        "yosysCellCount": 36,
    },
    "placed_design": {
        "hpwlAfterDp_um": 795,
        "gp_congestion": 0.748,
        "dp_slack_ps": -683,
        "io_buffers": 19,
        "dpl_cell_area_um2": 541,
    },
    "setup_path": {
        "crit_path_end_kind": "output pin",
        "cp.arrival_ps": 2230,
        "worstPathRequired_ps": 2320,
        "path_class": "in2out",
        "startpoint": "A[0]",
        "crit_path_start_kind": "input pin",
        "crit_fanout": 2,
    },
    "route": {
        "vias_per_cell": 3.06,
        "first_pass_iters": 2,
        "drtIter0Drc": 3,
        "drc": 0,
        "n_antenna_cell": 0,
        "vias": 333,
        "avgRoutedWirePerCell_um": 9.31,
        "ant_nets": 0,
        "wl_um": 1020,
    },
    "min_path": {
        "min-delay-start": "ctrl",
        "hold_path_class": "in2out",
    },
    "clock_tree": {
        "cts_hold_buffers": 0,
    },
}
## cells by family (layout without fill, tap and decap cells)
kind of cell | Yosys count | after routing | synth area share (%)
adders and majority gates | 6 | 6 | 32.8
AOI/OAI and AO/OA | 8 | 8 | 20.4
buffers and inverters | 5 | 32 | 7.46
xor gates and xnor gates | 4 | 4 | 13.9
muxes | 1 | 1 | 3.98
and+or+nand+nor | 12 | 12 | 21.4
## path summary, 6_finish.rpt
| check | end | slack [ps] | depth (start not counted) |
|---|---|---|---|
| worst max-delay path | q[4] | 90 | 10 |
| worst min-delay path | q[4] | 1820 | 6 |
## cell type report
class	count	area share [%]
Inverter	4	2.52
Multi-Input combinational cell	31	49.9
Tap cell	46	9.64
Timing Repair Buffer	28	37.9
## power by group through the flow
| stage | clock [mW] | sequential, mW | combinational (mW) |
|---|---|---|---|
| final | 0 | 0 | 0.109 |
| after global routing | 0 | 0 | 0.123 |
| after CTS | 0 | 0 | 0.102 |
## metal layers
metal | global-route usage [%] | vias to the layer above | wire length (um)
li1 | - | 174 | -
met1 | 4.17 | 146 | 501
met2 | 4.33 | 13 | 431
met3 | 0.568 | 0 | 82
met4 | 0 | 0 | 0
met5 | 0 | - | 0
## worst max-delay path: stages
cell	delay [ps]
clkdlybuf4s50_1	400
inv_1	100
ha_4	150
inv_2	30
fa_2	320
a21o_1	190
a21oi_2	140
xnor2_1	140
nor2_1	50
buf_2	110
## cell usage in the layout (no fill, tap or decap)
master,instances
xnor2_1,1
dlygate4sd2_1,3
o21a_1,2
nand2_1,1
ha_1,3
clkbuf_2,3
nor2_1,6
buf_2,3
mux2i_2,1
clkdlybuf4s50_1,9
xor2_1,2
a21o_1,1
nor2b_1,2
dlymetal6s2s_1,1
nor3_2,3
buf_4,9
ha_4,2
inv_1,1
inv_2,3
fa_2,1
a21oi_2,1
o21ai_4,1
a21oi_1,3
xnor2_2,1
## through the flow
stage          TNS [ps]  cells
2_1_floorplan         0     36
3_3_place_gp      -2330    106
3_5_place_dp      -2220    106
4_1_cts           -25.3    109
5_1_grt               0    109
6_report              0    109
## what timing repair did
| item | 4_1_cts | 5_1_grt |
|---|---|---|
| resized | 23 | 15 |
| setup buffers | 3 | 0 |
| pin swaps | 9 | 7 |
| endpoints found under the hold margin | 0 | 0 |
| cloned | 0 | 0 |
| endpoints found under the setup margin | 4 | 4 |
No activity file was given, so power comes from the tool's default toggle rates.
